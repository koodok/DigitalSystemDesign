`flow/design.v`:
```
module binary_to_bcd (binary_in, bcd_out);
input [7:0] binary_in;
output reg[7:0] bcd_out;
always@(binary_in)
   if(binary_in < 10)
      begin
         bcd_out <= binary_in;
      end
   else if(binary_in <20)
      begin
         bcd_out <= binary_in+6;
      end
   else if(binary_in <30)
      begin
         bcd_out <= binary_in+12;
      end
   else if(binary_in <40)
      begin
         bcd_out <= binary_in+18;
      end
   else if(binary_in <50)
      begin
         bcd_out <= binary_in+24;
      end
   else if(binary_in <60)
         begin
         bcd_out <= binary_in+30;
      end
   else if(binary_in <70)
         begin
         bcd_out <= binary_in+36;
      end
   else if(binary_in <80)
         begin
         bcd_out <= binary_in+42;
      end
   else if(binary_in <90)
         begin
         bcd_out <= binary_in+48;
      end
	else bcd_out <= binary_in+54;
endmodule
```
`flow/run.sh`:
```
#!/bin/bash
# OpenROAD 26Q1-2900-gdf79404cd8, Yosys 0.63+post, stock flow scripts
make -C /OpenROAD-flow-scripts/flow DESIGN_CONFIG=/design/flow/config.mk WORK_HOME=/design/flow/orfs finish
```
`flow/config.mk`:
```
export PLATFORM = sky130hd
export DESIGN_NAME = binary_to_bcd
export DESIGN_NICKNAME = binary_to_bcd
export VERILOG_FILES = /design/flow/design.v
export SDC_FILE = /design/flow/constraint.sdc
export NUM_CORES = 4
export LEC_CHECK = 1
export CORE_AREA = 10 10 79 79
export DIE_AREA = 0 0 89 89
```
`flow/constraint.sdc`:
```
current_design binary_to_bcd

set clk_period 4.3
set clk_io_pct 0.2

create_clock -name clk0 -period $clk_period

set non_clock_inputs [all_inputs -no_clocks]
set_input_delay [expr $clk_period * $clk_io_pct] -clock clk0 $non_clock_inputs
set_output_delay [expr $clk_period * $clk_io_pct] -clock clk0 [all_outputs]
```
==> impl_metrics.ini <==
; physical design summary
[run_status]
status = finished clean

[critical_path]
crit_buf_inv = 3
end_kind = output port
critPathKind = in -> out
cp_max_fo = 3
crit_path_top_delay_cell = clkdlybuf4s50_1
cpMostUsedCell = clkdlybuf4s50_1
worstPathRequired_ps = 3440
crit_family = buffers and inverters
start_kind = primary input
cp_cell_sequence = clkdlybuf4s50_1 > inv_1 > ha_1 > a21o_4 > a21o_1 > mux2_2 > o311ai_1 > a21oi_1 > xnor2_1 > clkdlybuf4s50_1
cp.arrival_ps = 3350
max_stage_delay_ps = 490

[clock_network]
cts_hold_buf = 0

[power_and_ir_drop]
clkPwrFrac_pct = 0
total_leakage_power_uw = 0.000721
p_comb_share_pct = 100.0
pwr-share-seq_pct = 0
vdd_drop_max_mv = 0.0472
power_density_nw_per_um2 = 107
power.switching_uw = 86.0
power.internal_uw = 94.5
netSwitchingFraction_pct = 47.6

[floorplanning]
chip_area_um2 = 7920
pin_count = 16
fp-row-count = 25
fp_util_pct = 25.5
core_area_um2 = 4660
die_h_um = 89
dieWidth_um = 89

[route]
diodes = 0
vias_per_cell = 5.51
drcViolationCount = 0
postRouteWirelength_um = 4180
drt_iter0_drc = 214
drt_pre_antenna_iters = 4
wl_per_cell_um = 15.4
vias = 1499
postRouteAntennaNets = 0

[run]
drv_cap = 0
warnings = 45

[cells_and_area]
flops = 0
seq_area_um2 = 0
syn_to_final_growth_pct = 41.9
mi_logic_area_um2 = 1140
num-fill-cells = 474
utilization_pct = 36.2
clkbuf_count = 0
layout-drive-gt1-share_pct = 26.6

[placed_design]
place.gp.congestion = 1.01
dpl.hpwl_um = 3390
port_buffers = 14

[logic_synthesis]
syn_area_per_cell_um2 = 6.75
yosysWarnings = 1
ys_chip_area_um2 = 1190
postSynthSeqShare_pct = 0
syn_inst = 176
yosys_cells = 176
synth_area_um2 = 1190
yosysUniqueCellTypes = 49

[grt]
grt_pass1_wl_um = 6930
antenna_found_initial = 0
overflow = 0
grt_max_degree = 14
grt_pass1_vias = 1367
grt_usage_pct = 10.6

[sta]
layout_worst_path_cycle_share_pct = 97.9
min_period_ps = 4210
hold_violations = 0
finalSetupViolCount = 0
slew_headroom_pct = 76.4
slew_viol_final = 0
worstMarginPinSlew_ps = 354
max_freq_mhz = 238
holdWs_ps = 1720

[min_path]
hp-class = in -> out
[synthesized netlist by cell type, drive strengths merged (2+ instances only)]
library cell  number  share of area, %
a21oi             19               8.6
or4                2               1.6
or2                2               1.3
buf                7               4.7
a31oi              5               2.6
nand3              6               2.5
a211oi             3               1.9
ha                17                18
nor2b              4               2.1
inv                7               2.2
o21ai             10               4.2
clkbuf             2              0.63
nand2             21               6.6
and3               3               1.6
o211ai             5               3.2
xnor2              8               5.9
a22oi              3               1.9
nand2b             4               2.1
a221oi             2               1.5
and2               2               1.1
a21o               4               3.2
nor2              13               4.3
nor3               6               3.4
o221ai             3               2.2
a21boi             2               1.3
o21a               2               1.3
[layout make-up]
| class | instances | area share [%] |
|---|---|---|
| inverters | 7 | 1.56 |
| well taps | 54 | 4.01 |
| multi-input cells | 160 | 67.4 |
| repair buffers | 51 | 27.0 |
[stage by stage]
stage | TNS, ps | instance area (µm²) | total power, µW | setup slack [ps] | cells
global route | -44.3 | 1690 | 198 | -44.3 | 272
CTS | 0 | 1600 | 171 | 29.1 | 268
detailed placement | -5.12 | 1590 | 169 | -5.12 | 268
finish | 0 | 1690 | 181 | 92.0 | 272
floorplan | 0 | 1190 | 92.9 | 923 | 176
global placement | 0 | 1590 | 171 | 27.5 | 268
[layer usage]
layer,up-vias,global-route usage [%],wire [µm]
li1,732,-,-
met1,676,15.4,1870
met2,79,16.6,1870
met3,12,2.02,381
met4,0,0.434,60
met5,-,0,0
[kinds of logic (layout without fill, tap and decap cells)]
group | after synthesis | in the layout | share of synthesized area (%)
adder cells (fa/ha/maj) | 17 | 17 | 17.9
multiplexers | 2 | 2 | 1.79
buffers and inverters | 16 | 58 | 7.59
AND-OR/OR-AND | 65 | 65 | 37.0
XOR/XNOR | 9 | 9 | 6.64
AND/OR/NAND/NOR | 67 | 67 | 29.1
[placed cells by master (no fill, tap or decap), types with 3 or more instances in the layout]
master | synthesis | routed
clkdlybuf4s50_1 | 0 | 12
nor3_1 | 4 | 4
a21oi_2 | 2 | 3
o211ai_1 | 5 | 5
nand3_1 | 6 | 6
a21oi_1 | 17 | 16
buf_4 | 1 | 33
nor2b_1 | 4 | 4
nand2_1 | 21 | 21
a21o_1 | 3 | 3
inv_1 | 7 | 4
xnor2_1 | 8 | 8
inv_2 | 0 | 3
and3_1 | 3 | 3
o21ai_0 | 9 | 9
a31oi_1 | 5 | 5
ha_1 | 17 | 16
nor2_1 | 12 | 12
nand2b_1 | 4 | 4
a22oi_1 | 3 | 3
[worst paths after layout]
kind                     start    endpoint  slack, ps  cells after the start
hold / removal    binary_in[0]  bcd_out[0]       1720                      0
setup / recovery  binary_in[2]  bcd_out[1]         90                     10
[power groups by stage]
stage / Sequential (µW) / Clock (µW) / Combinational, µW
finish: 0 / 0 / 181
CTS: 0 / 0 / 171
global route: 0 / 0 / 198
[what timing repair did]
action / 4_1_cts / 5_1_grt
gates resized: 1 / 14
pin swaps: 0 / 3
setup endpoints to repair: 1 / 6
setup buffers: 0 / 4
No activity file was given, so power comes from the tool's default toggle rates.
