## /design/flow/run.sh

```bash
#!/bin/bash
# OpenROAD 26Q1-2900-gdf79404cd8, Yosys 0.63+post, stock flow scripts
make -C /OpenROAD-flow-scripts/flow DESIGN_CONFIG=/design/flow/config.mk WORK_HOME=/design/flow/orfs finish
```

## /design/flow/config.mk

```make
export PLATFORM = sky130hd
export DESIGN_NAME = accel_and_brake
export DESIGN_NICKNAME = accel_and_brake
export VERILOG_FILES = /design/flow/design.v
export SDC_FILE = /design/flow/constraint.sdc
export NUM_CORES = 4
export LEC_CHECK = 1
export CORE_AREA = 10 10 79 79
export DIE_AREA = 0 0 89 89
```

## /design/flow/constraint.sdc

```tcl
current_design accel_and_brake

set clk_period 2.2
set clk_io_pct 0.2

create_clock -name clk0 -period $clk_period [get_ports {clk}]

set non_clock_inputs [all_inputs -no_clocks]
set_input_delay [expr $clk_period * $clk_io_pct] -clock clk0 $non_clock_inputs
set_output_delay [expr $clk_period * $clk_io_pct] -clock clk0 [all_outputs]
```

## /design/flow/design.v

```verilog
module accel_and_brake(clk,rst,accel,brake,gear,key2,count_out);
parameter MOD = 10;
parameter BITS = 4;
input clk ,rst,accel,brake,key2;
input [2:0] gear;
output reg [ BITS -1:0] count_out ;
always@(posedge clk)
begin
      if( rst )
      begin
         if(key2)
         begin
            if(gear==5)
               begin
                  if ( brake )
                  begin
                     if ( count_out > 75)
                     begin
                      count_out <= count_out - 1;              
                     end
                  end
                  else if( !brake )
                  begin
                     if(accel)
                     begin
                        if ( count_out < 99 )
                        begin
                        count_out <= count_out + 1;
                        end
                     end
                  end              
                  else 
                    begin
                    count_out <= count_out; 
                    end
               end
            else if(gear==4)
                  begin
                  if ( brake )
                  begin
                     if ( count_out > 55)
                     begin
                      count_out <= count_out - 1;               
                     end
                  end
                  else if( !brake )
                  begin
                     if(accel)
                     begin
                        if ( count_out < 85 )
                        begin
                        count_out <= count_out + 1;
                        end
                     end
                  end             
                  else 
                    begin
                    count_out <= count_out; 
                  end
               end
            else if(gear==3)
               begin
                  if ( brake )
                  begin
                     if ( count_out > 35)
                     begin
                      count_out <= count_out - 1;              
                     end
                  end
                  else if( !brake )
                  begin
                     if(accel)
                     begin
                        if ( count_out < 65 )
                        begin
                        count_out <= count_out + 1;
                        end
                     end
                  end
                  else 
                    begin
                    count_out <= count_out; 
                    end
               end
            else if(gear==2)
               begin
                  if ( brake )
                  begin
                     if ( count_out > 15)
                     begin
                      count_out <= count_out - 1;            
                     end
                  end
                  else if( !brake )
                  begin
                     if(accel)
                     begin
                        if ( count_out < 45 )
                        begin
                        count_out <= count_out + 1;
                        end
                     end
                  end
                  else 
                    begin
                    count_out <= count_out; 
                    end
               end
            else if(gear==1)
            begin
               if ( brake )
               begin
                  if ( count_out > 0)
                  begin
                   count_out <= count_out - 1;
                  end
               end
               else if( !brake )
               begin
                  if(accel)
                  begin
                     if ( count_out < 25 )
                     begin
                     count_out <= count_out + 1;
                     end
                  end
               end
               else 
                    begin
                    count_out <= count_out; 
                    end
            end
            else if(gear==6)
            begin
               if ( brake )
               begin
                  if ( count_out > 0)
                  begin
                   count_out <= count_out - 1;
                  end
               end
               else if( !brake )
               begin
                  if(accel)
                  begin
                     if ( count_out < 99 )
                     begin
                     count_out <= count_out + 1;
                     end
                  end
               end
               else 
                    begin
                    count_out <= count_out; 
                    end
            end
            else
            begin
               if (brake)
               begin
                  if (count_out == 0)
                  begin
                  count_out <= count_out;
                  end
               end
               else if( !brake )
               begin
                  if(accel)
                  begin
                     if(count_out == 0 );
                     begin
                     count_out <= count_out;
                     end
                  end
               end            
               else 
                 begin
                 count_out <= count_out; 
                 end
            end
         end
         else
         begin
            if (brake)
               begin
                  if (count_out > 10 )
                  begin
                  count_out <= count_out - 10;
                  end
                  else if(count_out >5)
                  begin
                     count_out <= count_out -5;
                  end
                  else if(count_out>0)
                  begin
                     count_out <= count_out -1;
                  end
               end            
            else 
               begin
                 count_out <= count_out; 
              end
         end
      end
      else 
         begin
         count_out <= 0;
         end
end
endmodule
```

==> commit_impl_results.txt <==
Log flow metrics for this revision

- Run status: completed
- Final setup viols: 0
- Once routing completed, OpenROAD measured the worst setup slack at 0.150 ns.
- For this run, asynchronously set or reset flops after synthesis account for 0.
- Number of buffers between clock root and the deepest sink: 2
- Per the timing report, the achievable frequency comes out to 488 MHz.
- Smallest hold slack: 0.659 ns
- Routed WL: 2570 um
- OpenSTA, run right after detailed placement, puts the worst setup slack at -0.199 ns.
- Register with the most flip-flops: count_out
* Reg2Reg Launch Point: count_out[1]$_SDFFE_PN0P_
* Routability cong.: 0.840
- Critical Path RT: 2.35 ns
- CTS built an H-tree with a depth of 1.
* Vias in the first global route: 894
- Area share of and/or/nand/nor cells after synthesis: 0.213
- The finished layout holds 204 standard cells, fillers aside.
- Slowest library cell on the worst path: clkdlybuf4s50_1
* Top Registers: count_out x4
- The number of hold buffers added after CTS was 0.
* Mean Syn Cell Area: 7.35 um2
- Cts bufs inserted: 3
- Summing all multiplexer cells gives an area fraction of 0.0343.
* Maximum number of pins on one net before global-route repair: 16
- Series of cell instances along the critical path: clkdlybuf4s50_1 > or3_4 > a21o_1 > a211oi_2 > a311oi_1 > a221o_1 > a21oi_1
* Dominant kind of combinational cell: AND-OR/OR-AND gates
* Synthesis-stage register bit count: 4
- Per the synthesis report, the XOR/XNOR share of the synthesized area is 0.0385.
- The cell-mix breakdown from Yosys lists the compound-gate area share as 0.422.
- STA classifies the critical path endpoint as a flop.
- Final Critical Period: 2.05 ns
* Power Dens Cells: 571 mW/mm2
* Area of the die: 0.00792 mm2
* Share of the core filled with cells: 0.266
- Critical path arrival: 2.20 ns
* Yosys cell count: 124
- Along the worst path, the maximum fanout reaches 6.
- Class of the worst hold path: reg -> reg
- First drt pass iteration count: 4
- Instance count after placement with tap cells included: 200
- Setup repair after global routing missed its margin: no
* Starting density of the core: 0.195
- Standard-cell rows: 25
* Post-synthesis adder-cell area fraction: 0.110
- Antenna violations before repair: 0
* Detailed Place HPWL: 2000 um
- TritonRoute output was used to compute an average wire per cell of 12.6 um.
* Number of fill cells: 507
- The first routing iteration left 68 violations.
- The highest supply drop recorded on VDD is 165 uV.
* Number of warnings in the stage logs: 31
* # clock sinks: 4
- The final timing summary puts the cycle share of the worst path at 0.932.
- In this run the layout overhead on the synthesized area is reported as 36.1%.
* Kind of launch point of the worst setup path: input port
* Worst Tran Pin Value: 0.383 ns
* Sequential share of the synthesized area: 0.0879
* End of the critical path: count_out[0]$_SDFFE_PN0P_
- The register with the most flip-flops in the layout has 4 of them.
- The chip area line in the Yosys stat output reads 911 um2.
* Total number of yosys warnings: 1
- For this run, the slowest stage of the critical path takes 0.49 ns.
* All-layer global routing usage: 0.0640
- Clock transition at the registers of the reported paths: 0.03 ns
- The floorplan step set the die width to 89 um.
- Final antenna diode count: 0
- The routed design shows a via density per instance of 4.88.
* Count of nets left with antenna violations after detail routing: 0
- Area of the core: 0.00466 mm2
- Crit path from: gear[0]
- The number of different library cells used by synthesis comes to 51.
* Via count: 996
- In the final report, the number of pins over their slew limit comes to 0.
* EDFF count, synth: 0
- Max-capacitance violation count: 0
- Worst reg-to-reg setup slack: 0.22 ns
- Proportion of layout cells with a drive suffix above 1: 0.213
- For this run the aggregate overflow at the end of global routing stands at 0.
- LEAKAGE: 0.000512 uW
* Synthesized netlist cell count: 124
* Global-route wire length before repair: 4200 um
- The clock arrives with 0.000342 ns of skew.
* Worst r2r path cells: 9
- In this run the vertical extent of the chip is 89 um.
- The critical path is of the in -> reg type.
* Final hold viol count: 0
* Most common flop cell mapped by yosys: dfxtp_1
- The cell area that synthesis handed to floorplanning was 911 um2.
* Final routed DRC violation total: 0
* Overall power of the completed layout: 708 uW
- # port buffers: 11
- TritonCTS built the clock tree.
- CTS Root Cell: clkbuf_8
* Clk latency late pin: 0.22 ns
* IO Count: 12
- End of the worst register-to-register path: count_out[0]$_SDFFE_PN0P_
- Headroom to the max-slew limit came out at 0.744.
==> where the power goes <==
group / internal [uW] / total [uW] / leakage [uW] / switching [uW]
combinational: 224 / 454 / 0.000457 / 229
sequential: 84.6 / 97.8 / 0.0000329 / 13.2
clock: 117 / 156 / 0.0000216 / 39.4
==> worst max-delay path: cells and delay by family <==
kind	cells	cell delay [ns]
compound gates	5	0.86
buf+inv	1	0.49
simple gates	1	0.40
==> cell families after synthesis <==
logic type               count (synthesis)
buffers and inverters                   18
multiplexers                             3
flip-flops                               4
adder cells (fa/ha/maj)                  8
XOR/XNOR                                 4
AND-OR/OR-AND                           53
AND/OR/NAND/NOR                         34
==> through the flow <==
step                      setup TNS [ns]  area (um2)
after floorplan                        0         911
final                                  0        1240
after CTS                              0        1230
after detailed placement          -0.687        1190
after global routing                   0        1240
after global placement            -0.626        1190
==> how the worst min path moves through the flow <==
stage	startpoint	end	slack [ns]	depth (start not counted)
after CTS	count_out[2]$_SDFFE_PN0P_	count_out[2]$_SDFFE_PN0P_	0.66	3
after global routing	count_out[2]$_SDFFE_PN0P_	count_out[2]$_SDFFE_PN0P_	0.68	3
final	count_out[2]$_SDFFE_PN0P_	count_out[2]$_SDFFE_PN0P_	0.66	3
==> per-layer routing <==
metal | global-route usage | vias to the layer above | routed length [um]
li1 | - | 525 | -
met1 | 0.0924 | 455 | 1300
met2 | 0.0991 | 14 | 1130
met3 | 0.0101 | 2 | 105
met4 | 0.0116 | 0 | 29
met5 | 0 | - | 0
==> repair_timing <==
item                                    4_1_cts  5_1_grt
setup buffers                                 0        1
endpoints found under the setup margin        0        2
gates resized                                 0        2
==> area by class of cell <==
type | instances | area, um2 | share of cell area
Clock buffer | 3 | 41.3 | 0.0333
Multi-Input combinational cell | 102 | 744 | 0.600
Tap cell | 54 | 67.6 | 0.0545
Inverter | 9 | 33.8 | 0.0272
Timing Repair Buffer | 32 | 273 | 0.220
Sequential cell | 4 | 80.1 | 0.0646
==> cell usage after synthesis (2+ instances only) <==
cell       n  area [um2]
o211ai_1   5        37.5
nand3_1    3        15.0
o221ai_1   4        35.0
o21ai_0    8        40.0
ha_1       8         100
o22ai_1    2        12.5
a211o_1    2        17.5
o311ai_0   2        17.5
buf_2      3        15.0
a21oi_1   11        55.1
dfxtp_1    4        80.1
a21o_1     2        15.0
inv_1      8        30.0
or3_1      2        12.5
or2_2      3        18.8
nor2_1     2        7.51
a211oi_1   2        15.0
nand2_1   11        41.3
xnor2_1    3        26.3
mux2i_1    2        20.0
clkbuf_1   3        11.3
o31ai_1    2        15.0
nand2b_1   4        25.0
==> cell usage in the layout, fill, tap and decap left out, drive strengths merged, types with 2 or more instances in the layout <==
cell type | Yosys | routed
o31ai | 2 | 2
or3 | 3 | 3
a21boi | 2 | 2
mux2i | 2 | 2
o22ai | 2 | 2
dfxtp | 4 | 4
nand3 | 3 | 3
ha | 8 | 8
nor2 | 2 | 2
xnor2 | 3 | 3
buf | 5 | 21
o221ai | 4 | 4
nand2 | 11 | 11
inv | 8 | 8
o311ai | 2 | 2
clkbuf | 4 | 3
a21o | 2 | 2
a21oi | 11 | 11
nand2b | 4 | 4
or2 | 3 | 3
a211o | 2 | 2
o21ai | 9 | 9
o211ai | 5 | 5
a211oi | 4 | 4
clkdlybuf4s50 | 0 | 9
dlymetal6s2s | 0 | 2
No activity file was given, so power comes from the tool's default toggle rates.
