**/design/flow/run.sh**
```bash
#!/bin/bash
# OpenROAD 26Q1-2900-gdf79404cd8, Yosys 0.63+post, stock flow scripts
make -C /OpenROAD-flow-scripts/flow DESIGN_CONFIG=/design/flow/config.mk WORK_HOME=/design/flow/orfs finish
```
**/design/flow/config.mk**
```make
export PLATFORM = sky130hd
export DESIGN_NAME = accel_and_break
export DESIGN_NICKNAME = accel_and_break
export VERILOG_FILES = /design/flow/design.v
export SDC_FILE = /design/flow/constraint.sdc
export NUM_CORES = 4
export LEC_CHECK = 1
export CORE_AREA = 10 10 70 70
export DIE_AREA = 0 0 80 80
```
**/design/flow/constraint.sdc**
```tcl
current_design accel_and_break

set clk_period 1.8
set clk_io_pct 0.2

create_clock -name clk0 -period $clk_period [get_ports {clk}]

set non_clock_inputs [all_inputs -no_clocks]
set_input_delay [expr $clk_period * $clk_io_pct] -clock clk0 $non_clock_inputs
set_output_delay [expr $clk_period * $clk_io_pct] -clock clk0 [all_outputs]
```
**/design/flow/design.v**
```verilog
module accel_and_break(clk,rst,accel,break,gear,key2,count_out);
parameter MOD = 10;
parameter BITS = 4;
input clk ,rst,accel,break,key2;
input [2:0] gear;
output reg [ BITS -1:0] count_out ;
always@(posedge clk)
begin
      if( rst )
      begin
         if(key2)
         begin
            if(gear==5)
               begin
                  if ( break )
                  begin
                     if ( count_out > 75)
                     begin
                      count_out <= count_out - 1;              
                     end
                  end
                  else if( !break )
                  begin
                     if(accel)
                     begin
                        if ( count_out < 99 )
                        begin
                        count_out <= count_out + 1;
                        end
                     end
                  end              
                  else 
                    begin
                    count_out <= count_out; 
                    end
               end
            else if(gear==4)
                  begin
                  if ( break )
                  begin
                     if ( count_out > 55)
                     begin
                      count_out <= count_out - 1;               
                     end
                  end
                  else if( !break )
                  begin
                     if(accel)
                     begin
                        if ( count_out < 85 )
                        begin
                        count_out <= count_out + 1;
                        end
                     end
                  end             
                  else 
                    begin
                    count_out <= count_out; 
                  end
               end
            else if(gear==3)
               begin
                  if ( break )
                  begin
                     if ( count_out > 35)
                     begin
                      count_out <= count_out - 1;              
                     end
                  end
                  else if( !break )
                  begin
                     if(accel)
                     begin
                        if ( count_out < 65 )
                        begin
                        count_out <= count_out + 1;
                        end
                     end
                  end
                  else 
                    begin
                    count_out <= count_out; 
                    end
               end
            else if(gear==2)
               begin
                  if ( break )
                  begin
                     if ( count_out > 15)
                     begin
                      count_out <= count_out - 1;            
                     end
                  end
                  else if( !break )
                  begin
                     if(accel)
                     begin
                        if ( count_out < 45 )
                        begin
                        count_out <= count_out + 1;
                        end
                     end
                  end
                  else 
                    begin
                    count_out <= count_out; 
                    end
               end
            else if(gear==1)
            begin
               if ( break )
               begin
                  if ( count_out > 0)
                  begin
                   count_out <= count_out - 1;
                  end
               end
               else if( !break )
               begin
                  if(accel)
                  begin
                     if ( count_out < 25 )
                     begin
                     count_out <= count_out + 1;
                     end
                  end
               end
               else 
                    begin
                    count_out <= count_out; 
                    end
            end
            else if(gear==6)
            begin
               if ( break )
               begin
                  if ( count_out > 0)
                  begin
                   count_out <= count_out - 1;
                  end
               end
               else if( !break )
               begin
                  if(accel)
                  begin
                     if ( count_out < 99 )
                     begin
                     count_out <= count_out + 1;
                     end
                  end
               end
               else 
                    begin
                    count_out <= count_out; 
                    end
            end
            else
            begin
               if (break)
               begin
                  if (count_out == 0)
                  begin
                  count_out <= count_out;
                  end
               end
               else if( !break )
               begin
                  if(accel)
                  begin
                     if(count_out == 0 );
                     begin
                     count_out <= count_out;
                     end
                  end
               end            
               else 
                 begin
                 count_out <= count_out; 
                 end
            end
         end
         else
         begin
            if (break)
               begin
                  if (count_out > 10 )
                  begin
                  count_out <= count_out - 10;
                  end
                  else if(count_out >5)
                  begin
                     count_out <= count_out -5;
                  end
                  else if(count_out>0)
                  begin
                     count_out <= count_out -1;
                  end
               end            
            else 
               begin
                 count_out <= count_out; 
              end
         end
      end
      else 
         begin
         count_out <= 0;
         end
end
endmodule
```
==> results.toml <==
# physical design summary
[timing]
setup_slack_ns = 0.06150
slew_viol_final = 0
worstMarginPinSlew_ns = 0.3680
fin_crit_sh_pct = 96.58
fmax_mhz = 575.2
fin_worst_skew_ns = 0.0009916
rsz0062_at_grt = "true"
fin_worst_hold_slack_ns = 0.6059
min_period_ns = 1.739
finalHoldViolCount = 0
setup_violations = 0
slew-limit-headroom_pct = 75.39

[critical_path]
cp.arrival_ns = 1.89
crit_required_ns = 1.95
regToRegStartpoint = "count_out[1]"
r2r_end = "count_out[2]"
endpoint_kind = "flip-flop"
critPathMaxFanout = 4
rr_worst_depth = 8
critPathKind = "flip-flop to flip-flop"
worstSetupStartpointType = "flip-flop"
r2r_setup_slack_ns = 0.06

[floorplanning]
dieWidth_um = 80
fp_util_pct = 26.67
die_area_mm2 = 0.006400
io_pins = 12
fp.dieH_um = 80
std_cell_rows = 21
core_mm2 = 0.003416

[yosys]
ys_cells = 124
mux_share_pct = 3.434
numSynthFlops = 4
top_area_cell = "ha_1"
ys_warn_count = 1
yosys_area_um2 = 910.9
edf_count = 0
syn_area_per_cell_um2 = 7.346
aoi_share_pct = 42.17
yosys.area_share.simple_pct = 21.29
synthTopLogicFamily = "AND-OR/OR-AND gates"
synth_top_area_share_pct = 10.99
ys.flop_type = "dfxtp_1"
adder_share_pct = 10.99
netlist-cell-type-count = 51
synth_cells = 124
synthTopCellsByArea = "ha_1 11%, dfxtp_1 8.8%, a21oi_1 6.0%"
ys_async_sr_fraction_pct = 0
ys_sh_xor_pct = 3.846
ys_seq_share_pct = 8.791
synth_area_um2 = 910.9

[power]
p_seq_share_pct = 14.0
design_power_total_w = 0.0009630
irDropWorstVdd_uv = 370.2
p_leak_nw = 0.5774
intPower_w = 0.0005580
p_sw_share_pct = 42.06
power.switching_w = 0.0004051
pwr-share-comb_pct = 74.0
power_frac_clock_pct = 12.0
power.density_mw_per_mm2 = 682.9

[run]
max_cap_violations = 0
warnings = 33

[status]
status = "completed"

[grt]
grt-ovfl-total = 0
grt.total_usage_pct = 8.548
grt_max_degree = 16
antenna_found_initial = 0
grt_pass1_vias = 997
grt_pass1_wl_mm = 4.664

[routing]
wire_per_inst_um = 13.63
antennaDiodeCount = 0
wirelength_mm = 2.822
viasPerCell = 5.251
drcViolationCount = 0
dr_total_vias = 1087
ant_nets = 0
first_iter_violations = 88
firstDrtPassIters = 4

[clock_tree]
numCtsBuffers = 3
clkLatencyLatePin_ns = 0.23
cts_buffer_depth = 2
cts_max_level = 1
cts_tree = "yes"
clock-root-buffer = "clkbuf_4"
clock_sinks = 4
path_clk_slew_ns = 0.04

[layout]
top_register = "count_out"
largest_register_ffs = 4
reg_top3 = "count_out: 4 flops"
final_area_mm2 = 0.001410
drive_above_1_share_pct = 41.61
syn2layout_area_growth_pct = 54.81
fill_cells = 341
final_util_pct = 41.28

[placement]
pre_cts_ws_ns = -0.5204
dpl.hpwl_mm = 2.066
port_buffers = 11
gp_congestion = 0.8621
place_area_mm2 = 0.001244

[worst_hold_path]
worstHoldStart = "count_out[3]"
hold_path_class = "flip-flop to flip-flop"
hold_path_depth = 2
min_to = "count_out[3]"
## cell usage in the layout (no fill, tap or decap), types with 3 or more instances in the layout
cell and instances:
xnor2_1 3, a21oi_1 8, o21ai_0 8, nand2_1 11, or2_2 3, ha_1 4, nand2b_1 4, clkbuf_4 3
clkbuf_2 3, inv_1 5, ha_4 3, clkdlybuf4s50_1 6, buf_6 3, buf_4 29, o211ai_1 5, o221ai_1 4
## timing repair
| item | in CTS | in global routing |
|---|---|---|
| setup buffers | 0 | 5 |
| pin swaps | 2 | 9 |
| hold buffers | 0 | 0 |
| endpoints found under the setup margin | 4 | 4 |
| gates resized | 6 | 39 |
## critical path, cell delays in order (launching register included)
cell and delay, ns:
dfxtp_4 0.37, buf_6 0.13, ha_1 0.15, inv_1 0.06, a21oi_1 0.21, mux2_2 0.36, o22ai_1 0.14, mux2i_1 0.10
o22ai_1 0.14
## cells in the mapped netlist, types with 2 or more instances
master,number
a21oi_1,11
nand2_1,11
ha_1,8
inv_1,8
o21ai_0,8
o211ai_1,5
dfxtp_1,4
nand2b_1,4
o221ai_1,4
buf_2,3
clkbuf_1,3
nand3_1,3
or2_2,3
xnor2_1,3
a211o_1,2
a211oi_1,2
a21o_1,2
mux2i_1,2
nor2_1,2
o22ai_1,2
o311ai_0,2
o31ai_1,2
or3_1,2
## power groups by stage
stage	sequential [W]	combinational (W)	clock, W
after CTS	0.000124	0.000609	0.000122
after global routing	0.000138	0.000788	0.000131
final	0.000135	0.000713	0.000115
## through the flow
step           cells  setup TNS (ns)
2_1_floorplan    124               0
3_3_place_gp     199          -1.937
3_5_place_dp     199          -1.978
4_1_cts          202        -0.04919
5_1_grt          207         -0.1579
6_report         207               0
## logic make-up (layout without fill, tap and decap cells)
| logic type | count (synthesis) | in the layout |
|---|---|---|
| AOI/OAI and AO/OA | 53 | 53 |
| and+or+nand+nor | 34 | 34 |
| buffers and inverters | 18 | 55 |
| adders and majority gates | 8 | 8 |
| xor gates and xnor gates | 4 | 4 |
| DFF | 4 | 4 |
| muxes | 3 | 3 |
## how the worst max path moves through the flow
stage,startpoint,end,slack (ns),depth (start not counted)
CTS,accel,count_out[3],-0.03,7
global route,count_out[1],count_out[3],-0.08,9
finish,count_out[1],count_out[2],0.06,8
## final cells by class
type | count | area [um^2] | share of cell area [%]
clock buffer | 3 | 22.52 | 1.597
inverter | 9 | 41.29 | 2.928
multi-input combinational | 102 | 850.8 | 60.34
sequential | 4 | 90.09 | 6.389
tap | 46 | 57.56 | 4.082
timing repair buffer | 43 | 347.8 | 24.67
## routing by layer
layer,vias up,part of all wire [%],global-route usage [%]
met4,0,0,0.3521
met2,22,43,12.68
met1,521,50,12.44
met3,0,6.4,2.500
li1,544,-,-
met5,-,0,0
No activity file was given, so power comes from the tool's default toggle rates.
